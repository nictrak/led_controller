==> flow/design.v <==
`timescale 1ns / 1ps
module Controller(
    output reg serial,
    output reg sclk,
    output reg[3:0] lat,
    output reg gsclk,
    output reg[3:0] state,
    input wire[31:0] instruction,
    input wire clk
    );
    parameter BUFFER_DATA  = 1;
    parameter SEND_SIGNAL = 2;
    parameter SEND_GS     = 3;
    parameter SEND_LATCH  = 4;
    parameter DUMP_SIGNAL = 5;
    parameter FLASH_WITH_TRG = 6;
    parameter FLASH_WITH_TRG_2 = 7;
    parameter SET_GS_PSC = 8;
    parameter QUERY_STATUS = 9;
    parameter SET_CONTINUOUS = 10;
    parameter STOP_CONTINUOUS = 11;
    parameter WRITE_SPI = 12;
    parameter SPI_REINIT = 13;
    parameter MOVE_SPI = 14;
    parameter FLASH_WITH_TRG_3 = 15;
    parameter FLASH_WITH_TRG_4 = 16;
    parameter SAVE_PATTERN = 17;
    parameter LOAD_PATTERN = 18;
    parameter SET_CONTINUOUS_AUTO_INC = 19;
    parameter SET_CONTINUOUS_SKIP = 20;
    parameter READY = 0;
    parameter WAIT_LAT = 1;
    wire[7:0] op_code;
    wire[7:0] index;
    assign op_code = instruction[31:24];
    assign index = instruction[23:16];
    wire time_out;
    reg[3:0] tick_lat = 3;
    reg start_wait_lat;
    Wait waiter(
        .out(time_out),
        .start(start_wait_lat),
        .tick(tick_lat),
        .clk(clk)  
    );
    initial begin
        state <= 0;
        state <= 0;
        serial <= 0;
        sclk <= 0;
        lat <= 0;
        gsclk <= 0;
        start_wait_lat = 0;
    end
    always @(posedge clk) begin
        case(state)
            READY: begin
                    case(op_code)
                        SEND_LATCH: begin
                            start_wait_lat <= 1;
                            lat[index] <= 1;
                            state <= WAIT_LAT;    
                        end
                        default: ;
                    endcase
            end
            WAIT_LAT: begin
                start_wait_lat <= 0;
                if(time_out === 1) begin
                    state <= READY;
                    lat[index] <= 0;
                end else lat[index] <= 1;
            end
            default: ;
        endcase
    end
endmodule
`timescale 1ns / 1ps
module Wait(
    output reg out,
    input wire start,
    input wire[3:0] tick,
    input wire clk
    );
    wire sync;
    reg[1:0] state;
    reg[3:0] counter;
    initial begin
        state <= 0;
        counter <= 0;
        out <= 0;
    end
    assign sync = (state === 0)? start : clk;
    always @(posedge sync) begin
        case(state)
            2'b00: state <= state + 1;
            2'b01: if(tick - 1 > counter) counter <= counter + 1;
                   else begin
                        state <= state + 1;
                        out <= 1;
                        counter <= 0;
                   end  
            2'b10: begin
                        out <= 0;
                        state <= 2'b00;
                   end
        endcase
    end
endmodule
==> flow/run.sh <==
#!/bin/bash
# OpenROAD 26Q1-2900-gdf79404cd8, Yosys 0.63+post, stock flow scripts
make -C /OpenROAD-flow-scripts/flow DESIGN_CONFIG=/design/flow/config.mk WORK_HOME=/design/flow/orfs finish
==> flow/config.mk <==
export PLATFORM = sky130hd
export DESIGN_NAME = Controller
export DESIGN_NICKNAME = Controller
export VERILOG_FILES = /design/flow/design.v
export SDC_FILE = /design/flow/constraint.sdc
export NUM_CORES = 4
export LEC_CHECK = 1
export CORE_AREA = 10 10 72 72
export DIE_AREA = 0 0 82 82
==> flow/constraint.sdc <==
current_design Controller

set clk_period 3.3
set clk_io_pct 0.2

create_clock -name clk0 -period $clk_period [get_ports {clk}]

set non_clock_inputs [all_inputs -no_clocks]
set_input_delay [expr $clk_period * $clk_io_pct] -clock clk0 $non_clock_inputs
set_output_delay [expr $clk_period * $clk_io_pct] -clock clk0 [all_outputs]
==> flow_results.org <==
#+TITLE: Flow metrics

** Logic synthesis
- The share of synthesized area in the top cell type comes to 0.411.
- The stat command in Yosys gives a chip area of approximately 950 sq um.
- Number of distinct library cell variants in the gate-level netlist after synthesis :: 33
- The commonest register cell is sky130_fd_sc_hd__edfxtp_1.
- In this run, synthesis produced a sequential element count of 13.
- The synthesized netlist handed to floorplanning was reported with a cell count of 99.
- Yosys top cell by area :: sky130_fd_sc_hd__edfxtp_1
- Yosys mapped a number of flops with a built-in enable equal to 13.
- Leading post-synthesis cells by cell area :: sky130_fd_sc_hd__edfxtp_1, sky130_fd_sc_hd__ha_1, sky130_fd_sc_hd__buf_4
- The share of the Yosys chip area taken by registers is 0.411.
- The synthesized netlist occupies a cell area of 951 sq um.
- In the Yosys report the total cell count is 99.
- The synthesis log from Yosys contains 2 warnings.
- Async set-reset flop share out of synthesis :: 0
- Mean area per synthesized cell :: approximately 9.6 sq um

** Timing
- Total Negative Setup Slacks :: 0 ns
- In the final report, the number of endpoints failing setup comes to 0.
- Final Critical Period :: 2.40 ns
- The flow reports an fmax of 416 MHz.
- Max-slew violations :: 0
- Between clock sinks in the finished design, the worst skew comes to 0.0485 ns.
- Final Hold Violation Tally :: 0
- In the finished design, the share of the clock period the worst path needs comes to 0.728.
- Unrepaired setup endpoints after global routing :: false

** Job
- Number of warnings in the stage logs :: 44
- Max capacitance violation total :: 0

** Floorplan
- In this run the core area contains 22 standard-cell rows.
- Measured along the y axis, the die boundary spans 82 um.
- The die covers 0.00672 sq mm.
- Die width :: 82 um
- Total core area :: 0.00369 sq mm
- Starting density of the core :: 0.258
- I/O pins :: 44

** Drt
- Detailed-route wire length per cell :: 12.2 um
- The final route contains 796 vias.
- Number of antenna-violating nets in the routed design :: 0
- Before antenna repair, the detailed router went through 4 iterations.
- Per the detail_route report, vias per standard cell equal about 4.5.
- Iteration-0 DRC Markers :: 27
- DRC viols :: 0
- Per the detailed-route log, wirelength across all metal layers totals 2.13 mm.
- Ant diodes :: 0

** Finish
- Share of cells above drive strength 1 :: 0.142
- The most common logic cell in the final layout is sky130_fd_sc_hd__clkdlybuf4s50_1.
- Relative area change from synthesis to final layout :: 40.1%
- Cell Count, Final, Fillers Out :: between 150 and 200
- Commonest non-fill, non-tap cells in the layout :: sky130_fd_sc_hd__clkdlybuf4s50_1, sky130_fd_sc_hd__edfxtp_1, sky130_fd_sc_hd__inv_1, sky130_fd_sc_hd__nor2_1, sky130_fd_sc_hd__clkbuf_8
- The final layout report lists a filler cell count of roughly 360.

** Pwr
- Total leakage power :: approximately 0.55 nW
- Worst VDD drop :: about 0.55 mV
- Dividing total power by cell area gives a power density of 700 mW/mm^2.

** Worst setup path
- Category of the worst setup path capture point :: flip-flop
- Arr. time, crit path :: 2.65 ns
- For the worst setup path, the data required time is ~3.6 ns.
- The worst register-to-register path has a setup slack of 1.85 ns.
- Max fanout on the critical path was recorded as 9.
- Startpoint type of the worst setup path :: primary input
- Critical Setup Path Class :: in -> reg

** Clock tree
- Count of cells resized by post-cts repair :: 0
- TritonCTS clock tree :: yes
- Clock transition at the register clock pins on the worst setup and hold paths after CTS :: about 0.04 ns
- For this design, the CTS-stage hold fixing added 0 buffers.
- At the later pin of the worst-skew pair, clock insertion delay measures 0.58 ns.
- # Post-CTS Setup Buffers :: 0

** Min path
- The tightest min-delay check is of the reg -> reg type.

** Placed design
- Detailed placement ended at an HPWL of between 1.5 and 2 mm.
- Routability Congestion :: 0.795
- The number of placed instances, taps included, is 163.
- As logged by OpenROAD, the buffers inserted on ports number 21.

** Global routing
- The number of global-route vias before repair is 767.
- Largest net degree at the start of global routing :: 10
- Antenna violations before repair :: 0
- Total routing usage reported by global routing :: 0.0617
- First-pass GRT wire length :: 3.31 mm
- Summed over all layers, the global routing overflow is 0.

** Status
- The run finished with clean final reports.
-- synth_stat cells (2+ instances only) --
cell and count:
sky130_fd_sc_hd__o22ai_1 2, sky130_fd_sc_hd__edfxtp_1 13, sky130_fd_sc_hd__nand2b_1 2, sky130_fd_sc_hd__nor2_1 11, sky130_fd_sc_hd__or4_1 2, sky130_fd_sc_hd__buf_4 6, sky130_fd_sc_hd__clkbuf_1 4, sky130_fd_sc_hd__nor3_1 2
sky130_fd_sc_hd__inv_1 11, sky130_fd_sc_hd__nor4b_1 2, sky130_fd_sc_hd__buf_2 2, sky130_fd_sc_hd__a21oi_1 4, sky130_fd_sc_hd__nand2_1 4, sky130_fd_sc_hd__ha_1 6, sky130_fd_sc_hd__xor2_1 2, sky130_fd_sc_hd__a21o_2 2
sky130_fd_sc_hd__nor4_2 2, sky130_fd_sc_hd__o21bai_1 3, sky130_fd_sc_hd__nor4_1 3, sky130_fd_sc_hd__a21o_1 3
-- layer usage --
layer | track usage | vias up | share of wire
met3 | 0.0374 | 3 | 0.099
li1 | - | 394 | -
met5 | 0 | - | 0
met1 | 0.0811 | 370 | 0.46
met2 | 0.0839 | 29 | 0.43
met4 | 0.0170 | 0 | 0.0098
-- per-stage QoR --
stage          setup WS [ns]  cell area (sq um)  hold slack, ns   util  total power, mW
2_1_floorplan          0.896                977           0.527      -            0.484
3_3_place_gp           0.364               1180           0.568  0.319            0.534
3_5_place_dp           0.354               1180           0.591  0.319            0.548
4_1_cts                0.903               1330           0.597  0.361            0.948
5_1_grt                0.727               1330           0.615  0.361             1.00
6_report               0.896               1330           0.595  0.361            0.933
-- path summary, 6_finish.rpt --
| check | end | depth (start not counted) | start |
|---|---|---|---|
| setup / recovery | flip-flop | 7 | instruction[16] |
| hold / removal | waiter.counter[0] | 1 | waiter.counter[0] |
| setup reg to reg | waiter.state[0] | 3 | waiter.counter[0] |
| hold reg to reg | waiter.counter[0] | 1 | waiter.counter[0] |
-- worst max-delay path: stages --
cell                              delay, ns
sky130_fd_sc_hd__clkdlybuf4s50_1       0.65
sky130_fd_sc_hd__inv_1                 0.08
sky130_fd_sc_hd__ha_1                  0.30
sky130_fd_sc_hd__a21o_1                0.18
sky130_fd_sc_hd__o31ai_1               0.26
sky130_fd_sc_hd__nor4b_1               0.35
sky130_fd_sc_hd__a21o_1                0.18
-- kinds of logic after synthesis --
kind of cell             after synthesis  share of synthesized area
AND-OR/OR-AND                         20                      0.150
XOR/XNOR                               2                     0.0184
adder cells (fa/ha/maj)                6                     0.0789
buffers and inverters                 23                      0.117
flip-flops                            13                      0.411
multiplexers                           1                     0.0118
other                                  1                    0.00394
AND/OR/NAND/NOR                       33                      0.209
-- layout make-up --
class,instances,area [sq um],share of cell area
Clock buffer,12,155,0.116
Inverter,11,41.3,0.0310
Multi-Input combinational cell,70,475,0.357
Sequential cell,13,390,0.293
Tap cell,48,60.1,0.0451
Timing Repair Buffer,21,210,0.158
-- power by group --
part | leakage [nW] | switching, mW | internal, mW | total (mW)
sequential | 0.123 | 0.0387 | 0.273 | 0.311
combinational | 0.341 | 0.121 | 0.0935 | 0.214
clock | 0.0840 | 0.100 | 0.307 | 0.407
total | 0.549 | 0.260 | 0.674 | 0.933
Power is estimated from default activity; no workload was simulated.
